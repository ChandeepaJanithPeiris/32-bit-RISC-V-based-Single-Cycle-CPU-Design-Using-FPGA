==> flow/design.v <==
module ALU_unit(
    input  logic [31:0] A, B,          
    input  logic [3:0] Control_in,     
    output logic [31:0] ALU_Result,    
    output logic zero                  
);
always_comb begin
    case (Control_in)
        4'b0000: begin 
            zero <= 0; 
            ALU_Result <= A & B;      
        end
        4'b0001: begin 
            zero <= 0; 
            ALU_Result <= A | B;      
        end
        4'b0010: begin 
            zero <= 0; 
            ALU_Result <= A + B;      
        end
        4'b0110: begin 
            if (A == B) zero <= 1; 
            else zero <= 0; 
            ALU_Result <= A - B;      
        end
        default: begin
            zero <= 0; 
            ALU_Result <= 0;          
        end
    endcase
end
endmodule
==> flow/run.sh <==
#!/bin/bash
# OpenROAD 26Q1-2900-gdf79404cd8, Yosys 0.63+post, stock flow scripts
make -C /OpenROAD-flow-scripts/flow DESIGN_CONFIG=/design/flow/config.mk WORK_HOME=/design/flow/orfs finish
==> flow/config.mk <==
export PLATFORM = sky130hd
export DESIGN_NAME = ALU_unit
export DESIGN_NICKNAME = ALU_unit
export VERILOG_FILES = /design/flow/design.v
export SDC_FILE = /design/flow/constraint.sdc
export NUM_CORES = 4
export LEC_CHECK = 1
export CORE_UTILIZATION = 30
==> flow/constraint.sdc <==
current_design ALU_unit

set clk_period 14.9
set clk_io_pct 0.2

create_clock -name clk0 -period $clk_period

set non_clock_inputs [all_inputs -no_clocks]
set_input_delay [expr $clk_period * $clk_io_pct] -clock clk0 $non_clock_inputs
set_output_delay [expr $clk_period * $clk_io_pct] -clock clk0 [all_outputs]
==> flow_summary.ini <==
; implementation run metrics
[run_status]
status = completed

[detailed_routing]
firstDrtPassIters = 5
drc = 0
vias = 4927
ant_nets = 0
drtIter0Drc = 399
insertedDiodeCount = 0
wire_per_inst_um = 15.2
routed_wl_mm = 14.2
viasPerCell = 5.26

[job]
maxCapViolCount = 0
warnings = 104

[final_timing]
slew_violations = 0
finalHoldViolations = 0
tightestPinTransition_ps = 741
setup_viol = 0
fmax_mhz = 102
finalClockPeriodUsage = 0.661
setup_ws_ps = 5050
rsz0062_at_grt = false
slew_headroom = 0.504
min_period_ps = 9850
tns_ps = 0

[clock_tree]
post_cts_buffers = 0
cts_resized = 0
hold_buffers = 0

[die]
die_w_um = 127
core-area_um2 = 15200
fp_util = 0.307
rows = 45
ios = 101
chipArea_um2 = 16000
dieHeight_um = 127

[grt]
grt_pass1_vias = 4942
grt_max_degree = 42
grt.overflow.total = 0
grt_usage = 0.180
grt_pass1_wl_mm = 23.9
antenna_found_initial = 0

[synthesis]
syn_area_um2 = 4660
ys_seq_share = 0
syn_inst = 676
synth_cell_types = 74
yosys-stat-cells = 676
syn_avg_cell_area_um2 = 6.89
yosys_warnings = 1
yosys_area_um2 = 4660

[layout]
regArea_um2 = 0
syn_to_final_growth_pct = 24.1
post-route-util = 0.380
drive_gt1_frac = 0.0441
fillers = 1610
flop-count = 0
clock_buffers = 0

[power_and_ir_drop]
ir_drop_uv = 10.7
leakagePower_nw = 2.54
power.density_nw_per_um2 = 34.5

[setup_path]
end_kind = output port
start_kind = primary input
path_max_fanout = 6
criticalPathCategory = primary input to output port
worst_ep_arrival_time_ps = 6870
crit_required_ps = 11920

[min_path]
hold_depth = 5
hp-class = primary input to output port

[placed_design]
pre_cts_slack_ps = 5080
io_buffers = 101
dp_hpwl_mm = 11.5
gp_congestion = 0.941
[cell usage in the layout (no fill, tap or decap), types with 8 or more instances in the layout]
cell             count
a21oi_1             64
nor2_1              51
nor2b_1              8
nand3_1             15
o211ai_1             8
nor3_1              21
clkdlybuf4s50_1    101
o221ai_1            26
inv_1               93
xnor2_1             26
ha_1               104
a211oi_1             9
o31ai_1             10
o21ai_0             29
nand2_1             47
o21bai_1            10
[Yosys cell counts, types with 4 or more instances]
master / number / area share
and3_1: 4 / 0.0054
o21bai_1: 10 / 0.016
o211ai_1: 8 / 0.013
a211oi_1: 9 / 0.014
a21oi_1: 64 / 0.069
nor3_1: 21 / 0.023
o221ai_1: 26 / 0.049
buf_2: 12 / 0.013
a21o_1: 5 / 0.0081
xnor2_1: 26 / 0.049
nand2_1: 47 / 0.038
o21ai_0: 29 / 0.031
nand2b_1: 5 / 0.0067
nand4_1: 5 / 0.0067
or3_1: 4 / 0.0054
nor2b_1: 8 / 0.011
a2111oi_0: 4 / 0.0075
o31ai_1: 10 / 0.016
nor2_1: 51 / 0.041
ha_1: 104 / 0.28
clkbuf_1: 17 / 0.014
nand3_1: 15 / 0.016
inv_1: 93 / 0.075
mux2i_1: 4 / 0.0086
o21a_1: 4 / 0.0064
nor4_1: 7 / 0.0094
a31oi_1: 6 / 0.0081
o31a_1: 4 / 0.0075
a221o_1: 5 / 0.011
[path summary, 6_finish.rpt]
path / start / endpoint / slack [ps]
worst max-delay path: A[2] / ALU_Result[30] / 5050
worst min-delay path: B[2] / ALU_Result[2] / 7090
[worst max-delay path, cell delays in order]
cell             delay [ps]
clkdlybuf4s50_1         500
inv_1                    50
ha_1                    360
nor2b_1                 180
o31a_2                  310
o211ai_1                410
o21ai_4                 150
a221oi_2                380
nor4_1                   80
nor2_1                  150
mux2_4                  300
or4_1                   570
clkdlybuf4s50_1         430
[logic make-up (layout without fill, tap and decap cells)]
family,after synthesis,after routing,share of synthesized area
AOI/OAI and AO/OA,224,224,0.345
xor gates and xnor gates,29,29,0.0545
adders and majority gates,106,106,0.288
buffers and inverters,130,202,0.114
muxes,5,5,0.0118
and+or+nand+nor,182,182,0.187
[layer usage]
metal,part of all wire,track usage,up-vias
met2,0.46,0.307,106
met1,0.51,0.262,2253
met4,0.0016,0.0113,0
met5,0,0,-
met3,0.032,0.00859,4
li1,-,-,2564
[final cells by class]
type                       instances  area [um2]  share of cell area
timing repair buffer             106        1050               0.181
multi-input combinational        546        4140               0.715
inverter                          96         365              0.0632
tap                              188         235              0.0407
[report_power, final]
part | switching (mW) | internal (mW) | total [mW]
Sequential | 0 | 0 | 0
Combinational | 0.109 | 0.0901 | 0.199
Clock | 0 | 0 | 0
[stage by stage]
stage	power (mW)	hold slack, ps	instances	cell area (um2)
3_5_place_dp	0.198	7100	936	5780
5_1_grt	0.221	7170	936	5780
6_report	0.199	7090	936	5780
3_3_place_gp	0.199	7100	936	5780
2_1_floorplan	0.130	6150	676	4660
4_1_cts	0.199	7110	936	5780
Power figures rest on the tool's default switching activity, not on a simulated workload.
