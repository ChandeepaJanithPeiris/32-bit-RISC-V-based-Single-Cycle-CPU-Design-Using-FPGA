File: /design/flow/config.mk
export PLATFORM = sky130hd
export DESIGN_NAME = Reg_File
export DESIGN_NICKNAME = Reg_File
export VERILOG_FILES = /design/flow/design.v
export SDC_FILE = /design/flow/constraint.sdc
export NUM_CORES = 4
export LEC_CHECK = 1
export CORE_UTILIZATION = 40
File: /design/flow/run.sh
#!/bin/bash
# OpenROAD 26Q1-2900-gdf79404cd8, Yosys 0.63+post, stock flow scripts
make -C /OpenROAD-flow-scripts/flow DESIGN_CONFIG=/design/flow/config.mk WORK_HOME=/design/flow/orfs finish
File: /design/flow/design.v
module Reg_File(
    input logic clk,
    input logic reset,
    input logic RegWrite,
    input logic [4:0] Rs1, Rs2, Rd,
    input logic [31:0] Write_data,
    output logic [31:0] read_data1, read_data2
);
    logic [31:0] Registers [31:0];  
    always_ff @(posedge clk or posedge reset) begin
        if (reset) begin
            for (int k = 0; k < 32; k++) begin
                Registers[k] <= 32'b0;
            end
        end else if (RegWrite) begin
            Registers[Rd] <= Write_data;
        end
    end
    assign read_data1 = Registers[Rs1];
    assign read_data2 = Registers[Rs2];
endmodule
File: /design/flow/constraint.sdc
current_design Reg_File

set clk_period 12.7
set clk_io_pct 0.2

create_clock -name clk0 -period $clk_period [get_ports {clk}]

set non_clock_inputs [all_inputs -no_clocks]
set_input_delay [expr $clk_period * $clk_io_pct] -clock clk0 $non_clock_inputs
set_output_delay [expr $clk_period * $clk_io_pct] -clock clk0 [all_outputs]
==> run_summary.xml <==
<?xml version="1.0" encoding="UTF-8"?>
<metrics>
  <group name="run_status">
    <metric name="status" unit="">complete, but fails checks</metric>
    <metric name="failed_checks" unit="">capacitance limit, slew limit</metric>
  </group>
  <group name="die">
    <metric name="core_area" unit="µm²">127500</metric>
    <metric name="die-area" unit="µm²">129800</metric>
    <metric name="dieHeight" unit="µm">360.3</metric>
    <metric name="initial_core_util" unit="">0.4027</metric>
    <metric name="floorplan.die.width" unit="µm">360.3</metric>
    <metric name="rows" unit="">131</metric>
    <metric name="io_pins" unit="">114</metric>
  </group>
  <group name="yosys">
    <metric name="topCellsByArea" unit="">dfrtp_1, mux2_2, a22oi_1</metric>
    <metric name="synth.mux.area_fraction" unit="">0.2368</metric>
    <metric name="synth_top_cell_by_area" unit="">dfrtp_1</metric>
    <metric name="ys_ff" unit="">1024</metric>
    <metric name="synth.distinct_cells" unit="">63</metric>
    <metric name="ff_type" unit="">dfrtp_1</metric>
    <metric name="number_of_warnings_printed_during_yosys_synthesis" unit="">2</metric>
    <metric name="most_common_cell" unit="">mux2_2</metric>
    <metric name="syn_area_per_cell" unit="µm²">11.68</metric>
    <metric name="edf_count" unit="">0</metric>
    <metric name="simple_gate_area_frac" unit="">0.07312</metric>
    <metric name="netlist_area" unit="µm²">51350</metric>
    <metric name="post_synth_fa_ha_maj_area_fraction" unit="">0</metric>
    <metric name="synth_xor_xnor_area_share" unit="">0</metric>
    <metric name="synth_seq_share" unit="">0.4990</metric>
    <metric name="postSynthCellCount" unit="">4395</metric>
    <metric name="synth.top_cells.by_count" unit="">mux2_2, dfrtp_1, a22oi_1, clkbuf_1, nand2_1</metric>
    <metric name="synthDominantCellAreaShare" unit="">0.4990</metric>
    <metric name="yosys-dominant-comb-family" unit="">multiplexers</metric>
    <metric name="ys_chip_area" unit="µm²">51350</metric>
    <metric name="asyncSetResetFlopFracSynth" unit="">1.000</metric>
    <metric name="compound_area_frac" unit="">0.1562</metric>
    <metric name="yosys-stat-cells" unit="">4395</metric>
  </group>
  <group name="power">
    <metric name="report.power.total" unit="W">0.009595</metric>
    <metric name="power_density" unit="nW/µm²">162.1</metric>
    <metric name="internal_power" unit="W">0.006766</metric>
    <metric name="p_sw" unit="W">0.002829</metric>
    <metric name="sequential_group_share_of_total_power" unit="">0.479</metric>
    <metric name="p_leak" unit="nW">25.54</metric>
    <metric name="vdd_ir_drop_max" unit="mV">0.1097</metric>
    <metric name="pwr-share-comb" unit="">0.143</metric>
    <metric name="p_clk_frac" unit="">0.378</metric>
    <metric name="netSwitchingFraction" unit="">0.2949</metric>
  </group>
  <group name="timing">
    <metric name="timing.setup.tns" unit="ps">0</metric>
    <metric name="worstMarginPinSlew" unit="ps">1534</metric>
    <metric name="timing.final.crit_period" unit="ps">9995</metric>
    <metric name="rsz0062_at_grt" unit="">false</metric>
    <metric name="max-slew-margin-rel" unit="">-0.03210</metric>
    <metric name="setup_violations" unit="">0</metric>
    <metric name="report.final.slew_viol_count" unit="">3</metric>
    <metric name="fmax" unit="GHz">0.1001</metric>
    <metric name="final_critical_path_setup_slack" unit="ps">2705</metric>
    <metric name="post-route-period-util" unit="">0.7870</metric>
    <metric name="final.setup_skew" unit="ps">0</metric>
    <metric name="hold_violations" unit="">0</metric>
  </group>
  <group name="cells_and_area">
    <metric name="finish.instance_area" unit="µm²">59190</metric>
    <metric name="final_core_util" unit="">0.4641</metric>
    <metric name="top_reg_by_flops" unit="">Registers</metric>
    <metric name="count_of_fill_cells_added_during_filler_insertion" unit="">11410</metric>
    <metric name="areaGrowthSynthToFinish" unit="%">15.26</metric>
    <metric name="drive_gt1_frac" unit="">0.3438</metric>
    <metric name="layout_top_registers" unit="">Registers: 1024 flops</metric>
    <metric name="largest_register_ff_count" unit="">1024</metric>
  </group>
  <group name="global_routing">
    <metric name="grt_pass1_wl" unit="µm">378600</metric>
    <metric name="track_usage" unit="">0.4439</metric>
    <metric name="grt-ovfl-total" unit="">0</metric>
    <metric name="grt_pass1_vias" unit="">44610</metric>
    <metric name="grt_max_degree" unit="">121</metric>
    <metric name="initial_antenna_violation_count" unit="">17</metric>
  </group>
  <group name="detailed_routing">
    <metric name="final_antenna_net_count" unit="">0</metric>
    <metric name="routed_len_inst" unit="µm">45.06</metric>
    <metric name="post_drt_via_cell_ratio" unit="">7.357</metric>
    <metric name="detail_route.drc_violations" unit="">0</metric>
    <metric name="detailedRoute.firstPassIterationCount" unit="">9</metric>
    <metric name="route.final.wire_length" unit="µm">278400</metric>
    <metric name="vias" unit="">45460</metric>
    <metric name="dr.first_iter.drc_count" unit="">5939</metric>
  </group>
  <group name="worst_setup_path">
    <metric name="worst_ep_required_time" unit="ps">10160</metric>
    <metric name="path_buffers" unit="">4</metric>
    <metric name="crit_path_max_fanout" unit="">42</metric>
    <metric name="start_kind" unit="">primary input</metric>
    <metric name="timing_worst_setup_path_type" unit="">in2out</metric>
    <metric name="critical_path.cell_chain" unit="">buf_4, buf_4, or3b_1, nor2_4, buf_4, a22oi_1, nand4_1, nor4_1, nor2_1, clkdlybuf4s50_1</metric>
    <metric name="cell_class_contributing_the_biggest_share_of_worst_path_delay" unit="">simple AND/OR/NAND/NOR gates</metric>
    <metric name="crit_top_cell" unit="">buf_4</metric>
    <metric name="critical_path.slowest_cell" unit="">or3b_1</metric>
    <metric name="cpPeakStageDelay" unit="ps">920</metric>
    <metric name="worst_ep_arrival_time" unit="ps">7450</metric>
    <metric name="crit_path_end_kind" unit="">primary output</metric>
  </group>
  <group name="cts">
    <metric name="clk-insertion-delay-late" unit="ps">750</metric>
    <metric name="cts_root_cell" unit="">clkbuf_16</metric>
    <metric name="cts.path.max_buffers" unit="">3</metric>
    <metric name="clk_pin_slew" unit="ps">60</metric>
    <metric name="cts_hold_buffers" unit="">0</metric>
    <metric name="postCtsSetupBuffers" unit="">0</metric>
    <metric name="tritoncts.num_buffers" unit="">116</metric>
    <metric name="post_cts_resize_count" unit="">0</metric>
    <metric name="clkSinkCount" unit="">1024</metric>
    <metric name="clock_tree.htree_level_count" unit="">3</metric>
    <metric name="clock_tree_from_tritoncts" unit="">yes</metric>
  </group>
  <group name="place">
    <metric name="detailed_place.area" unit="µm²">55080</metric>
    <metric name="place.detailed.hpwl" unit="µm">170700</metric>
    <metric name="dp_worst_setup_slack" unit="ps">2990</metric>
    <metric name="gp_routability_congestion" unit="">1.094</metric>
    <metric name="port_bufs" unit="">113</metric>
  </group>
  <group name="flow_run">
    <metric name="warning_count" unit="">47</metric>
    <metric name="drv_cap" unit="">1</metric>
  </group>
  <group name="min_path">
    <metric name="worstHoldPathType" unit="">reg2reg</metric>
  </group>
</metrics>
stage by stage:
stage          instances  hold WS, ps
2_1_floorplan       4395        487.4
3_3_place_gp        5955        497.9
3_5_place_dp        5955        509.9
4_1_cts             6168        523.8
5_1_grt             6170        542.4
6_report            6179        525.0
placed cells by master (no fill, tap or decap), drive strengths merged, types with 6 or more instances in the layout:
master and instances:
diode 11, nand2 240, dfrtp 1024, inv 12, or3b 6, clkinvlp 10, buf 221, nand4 90
a2111oi 8, nor3 73, clkdlybuf4s50 107, clkbuf 170, nor2 177, a22o 43, nor2b 19, nand3b 9
mux2 1036, a221o 6, a222oi 14, a22oi 756, o2bb2ai 6, a32oi 24, clkinv 13, o32a 15
bufinv 15, and3 8, and4 9, nor4 36, and2 10, mux2i 47, nand2b 15, or3 9
nand3 54, o21ai 25, nor3b 6, a221oi 30, a21oi 84, a31oi 24
cell families after synthesis:
group,Yosys count
multiplexers,1084
flip-flops,1024
AND-OR/OR-AND,1074
AND/OR/NAND/NOR,776
buffers and inverters,437
final timing paths:
path | startpoint | to | slack (ps) | depth (start not counted)
max reg2reg | Registers[26][10] | Registers[26][10] | 11750 | 1
min reg2reg | Registers[24][26] | Registers[24][26] | 520 | 1
min in group asynchronous | reset | Registers[26][0] | 2300 | 2
min | Registers[24][26] | Registers[24][26] | 520 | 1
max in group asynchronous | reset | Registers[15][12] | 7730 | 5
max | Rs2[1] | read_data2[10] | 2710 | 10
per-layer routing:
layer,routed length (µm),global-route usage,vias up
met1,96800,0.5580,22720
met2,108900,0.5771,4291
met3,48600,0.2836,1512
met5,391,0.01998,-
met4,23720,0.2593,30
li1,-,-,16900
area by class of cell:
class	count	area, µm²	area share
Sequential cell	1024	25620	0.4329
Clock buffer	170	3417	0.05773
Tap cell	1662	2079	0.03513
Clock inverter	43	665.6	0.01125
Multi-Input combinational cell	2934	24560	0.4150
Inverter	7	30.03	0.0005073
Antenna cell	11	27.53	0.0004651
Timing Repair Buffer	328	2780	0.04697
power groups by stage:
stage                 logic (W)  clock network (W)  registers (W)
after CTS               0.00134            0.00364        0.00456
after global routing    0.00144            0.00376        0.00464
final                   0.00137            0.00363        0.00460
No activity file was given, so power comes from the tool's default toggle rates.
