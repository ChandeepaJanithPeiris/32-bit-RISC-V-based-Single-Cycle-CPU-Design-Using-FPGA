`flow/design.v`:
```
module ImmGen(
    input  logic [6:0]  Opcode,
    input  logic [31:0] instruction,
    output logic [31:0] ImmExt
);
always_comb begin
    case (Opcode)
        7'b0000011:  ImmExt = {{20{instruction[31]}}, instruction[31:20]};                       
        7'b0100011:  ImmExt = {{20{instruction[31]}}, instruction[31:25], instruction[11:7]};     
        7'b1100011:  ImmExt = {{19{instruction[31]}}, instruction[31], instruction[30:25], instruction[11:8], 1'b0};  
        default:     ImmExt = 32'd0;  
    endcase
end
endmodule
```
`flow/run.sh`:
```
#!/bin/bash
# OpenROAD 26Q1-2900-gdf79404cd8, Yosys 0.63+post, stock flow scripts
make -C /OpenROAD-flow-scripts/flow DESIGN_CONFIG=/design/flow/config.mk WORK_HOME=/design/flow/orfs finish
```
`flow/config.mk`:
```
export PLATFORM = sky130hd
export DESIGN_NAME = ImmGen
export DESIGN_NICKNAME = ImmGen
export VERILOG_FILES = /design/flow/design.v
export SDC_FILE = /design/flow/constraint.sdc
export NUM_CORES = 4
export LEC_CHECK = 1
export CORE_AREA = 10 10 70 70
export DIE_AREA = 0 0 80 80
```
`flow/constraint.sdc`:
```
current_design ImmGen

set clk_period 4.6
set clk_io_pct 0.2

create_clock -name clk0 -period $clk_period

set non_clock_inputs [all_inputs -no_clocks]
set_input_delay [expr $clk_period * $clk_io_pct] -clock clk0 $non_clock_inputs
set_output_delay [expr $clk_period * $clk_io_pct] -clock clk0 [all_outputs]
```
==> reports/qor.yml <==
drcViolationCount: 0
ff_latch_area_um2: 0
p_leak_nw: 0.288
grt_start_max_net_pins: 21
cp-end-kind: "output pin"
globalRoute.totalOverflow: 0
finalHoldViolations: 0
clockBufferCount: 0
avgSynthCellArea_um2: 7.30
die-width_um: 80
yosysTopAreaCellShare_pct: 35.5
worst-endpoint-arrival_ns: 2.97
path_class: "primary input to output pin"
io_buf_count: 56
floorplan.initialDensity_pct: 11.8
total_routed_length_um: 1600
yosys.stat.seqShare_pct: 0
critical_path_peak_fanout: 20
post_synth_area_from_yosys_stat_um2: 402
hold_path.class: "primary input to output pin"
startpoint_type: "primary input"
cts-resized-gates: 0
antenna_found_initial: 0
first_global_vias: 499
first_pass_grt_wire_length_um: 2580
seq_cells: 0
hold-path-cell-count: 4
track_usage_pct: 4.76
drt_first_pass_iters: 3
dr_total_vias: 460
die_area_um2: 6400
num_rows: 21
cts_setup_buffers: 0
final_core_util_pct: 25.2
floorplan.core_area_um2: 3420
pwr_density_cell_nw_per_um2: 42.8
maxClockFrequency_ghz: 0.257
area_growth_pct: 115
most_common_library_cell_in_the_layout_ignoring_fill_and_taps: "clkdlybuf4s50_1"
hold_path_startpoint: "instruction[28]"
finalWeightedCongestion: 0.645
layout_min_cycle_time_ns: 3.89
cp_data_required_time_ns: 3.68
routed_via_density: 3.41
post_synth_num_cell_types: 13
totalNegativeSetupSlack_ns: 0
largest_area_cell: "buf_4"
ant_nets: 0
final_layout_size_suffix_gt1_share_pct: 12.4
maxSlewHeadroom_pct: 54.6
slew_violations: 0
result_of_the_run: "finished clean"
timing.final.crit_share_pct: 84.5
pin_count: 71
detail_route.wl_per_cell_um: 11.9
synthesis.yosys.warnings: 1
timing_worst_slew_pin_value_ns: 0.680
dieHeight_um: 80
finalSetupViolCount: 0
detailedRoute.firstIterationViolations: 9
synth_stat.cells: 55
syn_area_um2: 402
synthesis.instances: 55
layout_top_cells_excl_fill_tap: "56 x clkdlybuf4s50_1, 8 x inv_1"
place_hpwl_um: 1440
number_of_warnings_in_the_stage_logs: 47
power.ir.vdd_worst_v: 0.0000195
ys_top_cells_by_area: "buf_4 36%, nor4_2 12%, or3b_2 8.7%"
worst_hold_endpoint: "ImmExt[8]"
fin_total_pwr_mw: 0.0369
drv_cap: 0
cts_hold_repair.buffers: 0
num_antenna_cells: 0
grt_setup_unrepaired: "no"
-- cell type report --
cell class / instances / area, um^2
fill: 385 / 2550
inverter: 8 / 30.0
tap: 46 / 57.6
multi-input combinational: 24 / 206
timing repair buffer: 57 / 568
-- synth_stat cells --
master	number
mux2i_1	1
nor4_4	1
or4b_4	1
buf_6	1
clkbuf_1	3
nor2b_1	1
inv_1	8
nor4_1	4
nor4_2	4
or3b_2	4
buf_4	19
nand2_1	4
a211oi_1	4
-- per-stage QoR --
stage | area, um^2 | instances | hold WS [ns] | setup slack (ns)
after detailed placement | 862 | 135 | 2.74 | 0.677
after global placement | 862 | 135 | 2.74 | 0.705
after global routing | 862 | 135 | 2.76 | 0.638
after floorplan | 402 | 55 | 1.86 | 1.27
final | 862 | 135 | 2.73 | 0.711
after CTS | 862 | 135 | 2.74 | 0.677
-- routing by layer --
| layer | wire (um) | track usage, % | part of all wire, % |
|---|---|---|---|
| met1 | 567 | 4.75 | 35 |
| met2 | 782 | 9.07 | 49 |
| met3 | 252 | 2.39 | 16 |
| met4 | 0 | 0 | 0 |
| met5 | 0 | 0 | 0 |
-- cell families after synthesis --
family                 Yosys count  synth area share [%]
AND/OR/NAND/NOR                 19                  41.4
buffers and inverters           31                  48.6
AND-OR/OR-AND                    4                  7.48
multiplexers                     1                  2.49
-- worst max-delay path, cell delays in order --
cell and delay (ns):
clkdlybuf4s50_1 0.40, or4b_4 0.65, nor4_4 0.23, buf_4 0.25
clkdlybuf4s50_1 0.51
-- power breakdown --
group          total, mW  switching [mW]  internal, mW
combinational     0.0369          0.0118        0.0251
sequential             0               0             0
clock                  0               0             0
total             0.0369          0.0118        0.0251
-- worst max path at each step --
stage         startpoint    endpoint  depth (start not counted)  slack [ns]
global route   Opcode[4]  ImmExt[23]                          5        0.64
finish         Opcode[4]  ImmExt[23]                          5        0.71
CTS            Opcode[4]  ImmExt[23]                          5        0.68
No activity file was given, so power comes from the tool's default toggle rates.
